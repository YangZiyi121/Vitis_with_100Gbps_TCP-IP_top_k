<file path="flow/config.mk">
export PLATFORM = sky130hd
export DESIGN_NAME = top_k_unit
export DESIGN_NICKNAME = top_k_unit
export VERILOG_FILES = /design/flow/design.v
export SDC_FILE = /design/flow/constraint.sdc
export NUM_CORES = 4
export LEC_CHECK = 1
export CORE_UTILIZATION = 30
</file>
<file path="flow/constraint.sdc">
current_design top_k_unit

set clk_period 11.9
set clk_io_pct 0.2

create_clock -name clk0 -period $clk_period [get_ports {clk}]

set non_clock_inputs [all_inputs -no_clocks]
set_input_delay [expr $clk_period * $clk_io_pct] -clock clk0 $non_clock_inputs
set_output_delay [expr $clk_period * $clk_io_pct] -clock clk0 [all_outputs]
</file>
<file path="flow/design.v">
`timescale 1ns / 1ps
module top_k_unit#(
    parameter INTEGER_SIZE = 32
)(
    input wire clk,
    input wire en,
    input wire [INTEGER_SIZE -1 : 0] rx_data_TDATA,
    input wire rx_data_TVALID,
    input wire rx_data_TLAST,
    input wire in_clear,
    output wire rx_data_TREADY,
    output wire [INTEGER_SIZE -1:0] tx_data_TDATA,
    output wire tx_data_TVALID,
    output wire [INTEGER_SIZE - 1:0] register_TDATA,
    output wire register_TVALID,
    input wire tx_data_TREADY,
    output wire tx_data_TLAST,
    output reg out_clear
    );
    reg [INTEGER_SIZE -1:0] current_value_TDATA = 0;
    reg current_value_TVALID;
    reg [INTEGER_SIZE -1:0] tx_data_TDATA_reg = 0;
    reg tx_data_TVALID_reg = 0;
    reg tx_data_TLAST_reg;
    reg rx_data_TREADY_reg;
    reg out_clear_reg;
    always @(posedge clk) begin
        out_clear <= out_clear_reg;
        out_clear_reg = in_clear;
    end
    always @(posedge clk) begin 
      if(en == 1) begin
           if (in_clear == 1) begin  
              current_value_TVALID = 0;
              tx_data_TVALID_reg = 0;
              current_value_TDATA = 0;
              current_value_TVALID = 0;
              rx_data_TREADY_reg = tx_data_TREADY; 
           end     
           else if(rx_data_TVALID == 1 && tx_data_TREADY == 1) begin    
               rx_data_TREADY_reg = tx_data_TREADY;   
               if(rx_data_TDATA[INTEGER_SIZE - 1: 0] > current_value_TDATA[INTEGER_SIZE - 1: 0]) begin  
                    tx_data_TDATA_reg = current_value_TDATA;
                    tx_data_TVALID_reg = 1;
                    tx_data_TLAST_reg = rx_data_TLAST;
                    current_value_TDATA = rx_data_TDATA;
                    current_value_TVALID = rx_data_TVALID;
               end
               else begin     
                    tx_data_TDATA_reg = rx_data_TDATA;
                    tx_data_TVALID_reg = 1;
                    tx_data_TLAST_reg = rx_data_TLAST;
               end
           end
           else begin
             tx_data_TVALID_reg = 0;
           end
      end
    end
    assign tx_data_TDATA = tx_data_TDATA_reg;
    assign tx_data_TVALID = tx_data_TVALID_reg;
    assign tx_data_TLAST = tx_data_TLAST_reg;
    assign rx_data_TREADY = rx_data_TREADY_reg;
    assign register_TDATA = current_value_TDATA[INTEGER_SIZE - 1: 0];
    assign register_TVALID = current_value_TVALID;
endmodule
</file>
<file path="flow/run.sh">
#!/bin/bash
# OpenROAD 26Q1-2900-gdf79404cd8, Yosys 0.63+post, stock flow scripts
make -C /OpenROAD-flow-scripts/flow DESIGN_CONFIG=/design/flow/config.mk WORK_HOME=/design/flow/orfs finish
</file>
==> reports/qor.csv <==
metric,value,unit
outcome,finished clean,
die height,112,um
global-route wire length before repair,12700,um
Root Buffer,clkbuf_16,
maximum VDD drop,0.0552,mV
pwr dens,126,nW/um^2
Synth top cell by count,edfxtp_1,
Die Wd,112,um
HP Class,flip-flop to flip-flop,
worst-case reg-to-reg path depth,9,
max frequency,188,MHz
final count of pins violating max slew,0,
filler instances,1027,
htree depth,3,
largest net degree at the start of global routing,37,
total track usage,0.136,
flip-flops with a built-in enable,68,
DR WL/cell,15.1,um
skew final,0.00724,ns
total I/O pin count,107,
R2R setup slack,8.66,ns
Flops after synth,70,
Gate power share,0.159,
drt first pass iters,4,
pre-CTS setup slack,6.22,ns
clock share of power,0.395,
sequential share of power,0.447,
Async SR Flop Fraction,0,
CTS tree,yes,
TritonCTS buffer count,9,
# rows,39,
Tmin final,5.33,ns
"top cells, area","edfxtp_1, mux2_4, ha_1, nor2b_1, inv_1",
Port Buffers,106,
Syn. warnings,1,
clock slew at reported path FFs,0.05,ns
"Hold Vio Cnt, Final",0,
Post-Route WL,7880,um
latest clock arrival within the worst-skew pair,0.33,ns
total gr overflow,0,
final setup violation count,0,
Worst-Margin Slew,0.846,ns
cells after synthesis,260,
Worst EP arrival,5.30,ns
Final Cycle Share,0.448,
Min-Delay Path Depth,0,
Internal,0.000509,W
YS chip area,3660,um^2
critical path's largest stage delay,0.48,ns
Hold WS,0.325,ns
drt via density,4.54,
Clock Tree Buf Depth,2,
final antenna-violating net count,0,
antenna violations before repair,0,
Synth Cell Area,3660,um^2
end of the worst hold path,out_clear,
CP bufs+invs,3,
DP Wirelength,5750,um
CTS hold repair buffers,0,
Most common cell on crit path,buf_4,
post-synth top area cell,edfxtp_1,
DRC viols,0,
tool warning count,25,
ys flop type,edfxtp_1,
"top cells by count, synth","edfxtp_1, nor2b_1, inv_1, ha_1, mux2_4",
Post-Syn Area per Cell,14.1,um^2
"CP delay by family, top",buffers and inverters,
setup ws final,6.57,ns
layout cells sized above 1,0.150,
Worst slew margin,0.436,
hold path startpoint,out_clear_reg,
RR Startpoint,current_value_TDATA[31],
Setup crit start kind,input port,
RSZ-0062 raised after global routing,false,
net switching share of the total power,0.220,
ANT cells,0,
worst-path fanout max,33,
core area,11700,um^2
post-CTS resize count,0,
postcts setup bufs,0,
P&R area growth vs syn,41.7,%
number of max-cap violations,0,
chip area,12600,um^2
vias in the first global route,2447,
Routability Congestion,0.793,
Critical Setup Path Class,input port to flip-flop,
fp util,0.314,
slowest CP cell,nor4_1,
Starting DRT DRC Count,109,
CP endpoint kind,flip-flop,
cell chain of the critical path,"clkdlybuf4s50_1, ha_1, nand4_1, nor4_1, a21boi_0, a22oi_4, buf_4, a21boi_4, buf_4",
clock tree sinks,70,
WP data required,11.87,ns
Yosys cell types,29,
Crit Reg-Reg Endpoint,current_value_TDATA[10],
routed vias,2377,
Max-area cell share,0.558,
Switch Pwr,0.000144,W
yosys cell count,260,
setup TNS,0,ns
Lkg Pwr,2.09,nW
"Seq/Total Area, Yosys",0.569,
==> metal layers <==
layer | share of wire | vias to the layer above | routed length [um] | global-route usage
met5 | 0 | - | 0 | 0
met1 | 0.44 | 1109 | 3500 | 0.198
li1 | - | 1173 | - | -
met4 | 0.018 | 0 | 138 | 0.0231
met2 | 0.48 | 85 | 3790 | 0.217
met3 | 0.056 | 10 | 443 | 0.0341
==> power groups by stage <==
| stage | sequential (W) | clock [W] | combinational [W] |
|---|---|---|---|
| CTS | 0.000292 | 0.000265 | 0.000105 |
| global route | 0.000293 | 0.000275 | 0.000114 |
| finish | 0.000291 | 0.000258 | 0.000103 |
==> layout by cell type (no fill, tap or decap), types with 3 or more instances in the layout <==
cell type / count
nand2_1: 5
clkinv_2: 3
clkdlybuf4s50_1: 106
nor2b_1: 34
edfxtp_1: 68
a21oi_1: 16
mux2_2: 3
inv_1: 33
o21ai_0: 4
mux2_4: 29
buf_4: 4
ha_1: 32
nand4_1: 7
clkbuf_16: 9
==> worst max path at each step <==
stage / start / end / slack (ns) / cells after the start
5_1_grt: rx_data_TDATA[27] / current_value_TDATA[13] / 6.40 / 9
4_1_cts: rx_data_TDATA[31] / current_value_TDATA[13] / 6.55 / 9
6_report: rx_data_TDATA[31] / current_value_TDATA[10] / 6.57 / 9
==> cells by family after synthesis <==
kind of cell	Yosys count	synth area share
adder cells (fa/ha/maj)	32	0.109
multiplexers	32	0.128
AND/OR/NAND/NOR	57	0.0950
AND-OR/OR-AND	30	0.0526
flip-flops	70	0.569
buffers and inverters	39	0.0461
==> cell type report <==
type | instances | area (um^2) | share of cell area
clock buffers | 9 | 225 | 0.0434
clock inverters | 7 | 65.1 | 0.0125
inverters | 33 | 124 | 0.0239
multi-input cells | 151 | 1420 | 0.274
flip-flops and latches | 70 | 2080 | 0.401
well taps | 143 | 179 | 0.0345
repair buffers | 110 | 1090 | 0.210
==> metrics by stage <==
stage	util	total power, W	cell area [um^2]	std cells
after floorplan	-	0.000354	3660	260
after global placement	0.420	0.000400	4900	507
after detailed placement	0.420	0.000401	4900	507
after CTS	0.445	0.000661	5190	523
after global routing	0.445	0.000682	5190	523
final	0.445	0.000652	5190	523
Power is estimated from default activity; no workload was simulated.
